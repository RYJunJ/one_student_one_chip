[config.mk]
export PLATFORM = sky130hd
export DESIGN_NAME = reg_IDU
export DESIGN_NICKNAME = reg_IDU
export VERILOG_FILES = /design/flow/design.v
export SDC_FILE = /design/flow/constraint.sdc
export NUM_CORES = 4
export LEC_CHECK = 1
export CORE_UTILIZATION = 50
[constraint.sdc]
current_design reg_IDU

set clk_period 25.3
set clk_io_pct 0.2

create_clock -name clk0 -period $clk_period [get_ports {clk}]

set non_clock_inputs [all_inputs -no_clocks]
set_input_delay [expr $clk_period * $clk_io_pct] -clock clk0 $non_clock_inputs
set_output_delay [expr $clk_period * $clk_io_pct] -clock clk0 [all_outputs]
[design.v]
module reg_IDU (
    input         clk,
    input  [31:0] inst,
    input  [63:0] src_alu,
    input  [63:0] src_imm,
    input  [63:0] src_pc,
    input  [63:0] src_ram_rdata,
    input  [1:0]  sel_mux_reg_wdata_sign,
    input         re,
    input         we,
    input         inst_div,
    input         inst_divu,
    input         inst_divw,
    input         inst_divuw,
    input         inst_rem,
    input         inst_remu,
    input         inst_remw,
    input         inst_remuw,
    input         inst_lui,
    input         inst_jal,
    input         inst_jalr,
    input         inst_ld,
    input         inst_lw,
    input         inst_lh,
    input         inst_lb,
    input         inst_lwu,
    input         inst_lhu,
    input         inst_lbu,
    output [63:0] rdata1,
    output [63:0] rdata2,
    output        rd1_eq_rd2,
    output        rd1_lts_rd2,
    output        rd1_ltu_rd2,
    output        rd1_gts_rd2,
    output        rd1_gtu_rd2
);
wire [63:0] out_mux_reg_wdata_sign;
wire [63:0] out_mux_reg_wdata;
wire [6:0]  sel_mux_reg_wdata;
wire        rd2_eq_zero;
wire        zero_and_div;
wire        zero_and_divuw;
wire        zero_and_rem;
wire        default_mux_wdata;
reg_file reg_in_IFU (.clk(clk), .waddr(inst[11:7]), .raddr1(inst[19:15]), .raddr2(inst[24:20]), .wdata(out_mux_reg_wdata_sign), .rdata1(rdata1), .rdata2(rdata2), .re(re), .we(we));
mux2_64b mux_reg_wdata_sign (.sel(sel_mux_reg_wdata_sign), .in0({{(32){out_mux_reg_wdata[31]}}, out_mux_reg_wdata[31:0]}), .in1(out_mux_reg_wdata), .out(out_mux_reg_wdata_sign));
mux7_64b mux_reg_wdata (.sel(sel_mux_reg_wdata), .in0(src_ram_rdata), .in1(src_pc), .in2(src_imm), .in3(rdata1), .in4({32'h0, 32'hffffffff}), .in5({64'hffffffffffffffff}), .in6(src_alu), .out(out_mux_reg_wdata));
assign rd2_eq_zero = (rdata2 == 64'h0);
assign zero_and_div   = (rd2_eq_zero & (inst_div | inst_divu | inst_divw));
assign zero_and_divuw = (rd2_eq_zero & inst_divuw);
assign zero_and_rem   = (rd2_eq_zero & (inst_rem | inst_remu | inst_remw | inst_remuw));
assign default_mux_wdata = ~(zero_and_div | zero_and_divuw | zero_and_rem | inst_lui | inst_jal | inst_jalr | inst_ld | inst_lw | inst_lh | inst_lb | inst_lwu | inst_lhu | inst_lbu);
assign sel_mux_reg_wdata = {default_mux_wdata, zero_and_div, zero_and_divuw, zero_and_rem, inst_lui, {inst_jal | inst_jalr}, {inst_ld | inst_lw | inst_lh | inst_lb | inst_lwu | inst_lhu | inst_lbu}};
wire adder_cout;
wire [63:0] adder_result;
assign {adder_cout, adder_result} = rdata1 + ({1'b0, ~rdata2}) + 1'b1;
assign rd1_eq_rd2 = (rdata1 == rdata2);
assign rd1_lts_rd2 = (rdata1[63] & ~rdata2[63]) | (~(rdata1[63] ^ rdata2[63]) & adder_result[63]);
assign rd1_ltu_rd2 = ~adder_cout;
assign rd1_gts_rd2 = ~(rd1_eq_rd2 | rd1_lts_rd2);
assign rd1_gtu_rd2 = ~(rd1_eq_rd2 | rd1_ltu_rd2);
endmodule
module reg_file (
    input         clk,
    input  [4:0]  waddr,
    input  [4:0]  raddr1,
    input  [4:0]  raddr2,
    input  [63:0] wdata,
    input         re,
    input         we,
    output [63:0] rdata1,
    output [63:0] rdata2
);
reg [63:0] reg_array[31:0];
always @(posedge clk) begin
    if(we) reg_array[waddr] <= wdata;
end
assign rdata1 = (raddr1 == 5'b0) ? 64'h0 : reg_array[raddr1];
assign rdata2 = (raddr2 == 5'b0) ? 64'h0 : reg_array[raddr2];
endmodule
module mux2_64b (
    input  [63:0] in0, in1,
    input  [1:0]  sel,
    output [63:0] out
);
assign out = ({64{sel[0]}} & in0)
           | ({64{sel[1]}} & in1);
endmodule
module mux7_64b (
    input  [63:0] in0, in1, in2, in3, in4, in5, in6,
    input  [6:0]  sel,
    output [63:0] out
);
assign out = ({64{sel[0]}} & in0)
           | ({64{sel[1]}} & in1)
           | ({64{sel[2]}} & in2)
           | ({64{sel[3]}} & in3)
           | ({64{sel[4]}} & in4)
           | ({64{sel[5]}} & in5)
           | ({64{sel[6]}} & in6);
endmodule
[run.sh]
#!/bin/bash
# OpenROAD 26Q1-2900-gdf79404cd8, Yosys 0.63+post, stock flow scripts
make -C /OpenROAD-flow-scripts/flow DESIGN_CONFIG=/design/flow/config.mk WORK_HOME=/design/flow/orfs finish
==> notes.md <==
The synthesis and PnR run went through. The run finished with clean final reports. Overall power consumption after layout is estimated at 7.93 mW. Yosys reports a chip area of 99,100 µm². The vertical die dimension reported for this design is 447 µm. Summing all placed instances gives a cell area of 108,000 µm². The most common cell in the synthesized netlist is sky130_fd_sc_hd__edfxtp_1.

After clock tree synthesis, the flow added hold-fix buffers numbering 0. Number of endpoints with negative hold slack in the final report landed at 0. Per STA, the worst path is made up of buf_8 -> buf_4 -> buf_4 -> buf_12 -> buf_4 -> nor2_1 -> buf_4 -> a22oi_1 -> a21oi_1 -> nor3_1 -> ha_1 -> a21o_1 -> a21o_1 -> a21o_1 -> a21o_1 -> a21o_1 -> a221oi_1 -> o21ai_0 -> a211o_1 -> a221oi_1 -> buf_4 -> clkdlybuf4s50_1.

Arrival time of data at the critical path endpoint landed at 13.62 ns. The buffer_ports step reported a buffer count of 425. The initial antenna violation count is 32. The report lists the number of cells resized after CTS as 0. Count of instantiated cells in the yosys netlist landed at 5,483. Per the synthesis report, the dominant area consumer among library cells is sky130_fd_sc_hd__edfxtp_1. Deepest level of the CTS H-tree landed at 4. Upper clock frequency limit landed at 53.5 MHz. Share of final-layout standard cells stronger than drive strength 1 landed at 0.282. The longest clock path from root to sink contains 3 buffers.

Post-synthesis sequential element count landed at 2,048. The largest registers in the layout are reg_in_IFU.reg_array: 2048 flops. The slowest stage of the critical path is the sky130_fd_sc_hd__buf_4 cell. Instance tally after logic synthesis landed at 5,483. The netlist uses 73 different library cells.

First-pass GRT wire length landed at 533,000 µm. Via count of the first global-routing pass landed at 68,600. Count of pins on the block boundary landed at 444.

The worst setup path is captured at an output pin. Placement row count landed at 163. TritonCTS sink count landed at 2,048.

In this run the remaining antenna-violating nets after routing total 0. Count of warnings emitted by yosys landed at 1. Summing over the stages, the warning tally comes to 45. Endpoints with negative setup slack in the final report add up to 0. For this sky-water flow run, the detailed-routed wirelength per cell is reported as 43.3 µm. The OpenROAD report gives the critical path a required time of 20.24 ns.

Looking at the VDD voltage map, the peak drop is 74.1 µV. The script logs the ratio of routed vias to standard cells as 7.05. Clock latency on the worst-skew pair landed at 0.89 ns. Hold timing on the final database bottoms out at a slack of 1.47 ns. Counting flops with a built-in enable in the synthesized netlist gives 2,048. Once layout is done, the placed cells without fillers occupy 115,000 µm².

Broken down by cell family, the worst path's largest delay share belongs to buffers and inverters. The final timing report lists a max-slew violation count of 0. The violation tally recorded at the end of detailed-routing iteration 0 is 4,837.

The critical path contains buffers and inverters numbering 8 combined. The commonest cells after synthesis are sky130_fd_sc_hd__edfxtp_1, sky130_fd_sc_hd__mux4_2, sky130_fd_sc_hd__mux2i_1. Per the CTS log, the root buffer master is sky130_fd_sc_hd__clkbuf_16.

Worst slack at placement landed at 6.75 ns. Global placement routability congestion landed at 0.997. After synthesis, the share of flip-flops with an asynchronous set or reset is 0. Stage delay of the slowest cell on the critical path landed at 0.69 ns. The wire length recorded after detailed routing is 389,000 µm. The leakage component of the power was reported as 39.1 nW. In this run the cell area of the synthesized design comes to 99,100 µm².

CTS buffer count landed at 214. The worst setup path is launched from a primary input. The final timing report derives a shortest allowable period of 18.68 ns.

Number of post-CTS setup repair buffers landed at 0. In this run the power density over the cells is 68.9 nW/µm². Floorplan core area landed at 197,000 µm². Worst-case headroom to the max-slew limit landed at 0.195. In this run the layout overhead on the synthesized area is reported as 16.1%. Entering global routing, the biggest net connects 69 pins. TritonCTS built the clock tree. Mean instance size in the synthesized netlist landed at 18.1 µm². In the setup report, the worst path falls into the class primary input to output pin. The worst hold path belongs to the class flip-flop to flip-flop.

Share of the synthesized area in the top cell type landed at 0.620. Clock transition at the registers of the reported paths landed at 0.06 ns. More flip-flops sit in one register than any other, and that register is reg_in_IFU.reg_array. In the post-synthesis netlist, the biggest area contributors are sky130_fd_sc_hd__edfxtp_1, sky130_fd_sc_hd__mux4_2, sky130_fd_sc_hd__mux2i_1. Horizontal extent of the die landed at 447 µm. Count of TritonRoute iterations in the first routing pass landed at 9.

Residual DRC count landed at 0. Dividing the final minimum period by the clock period gives 0.738. According to the floorplan report, the total die area is 200,000 µm². Smallest setup slack after layout landed at 6.62 ns. Placed wire-length estimate after detailed placement landed at 242,000 µm.

Per the synth stats, the flop cell with the highest instance count is sky130_fd_sc_hd__edfxtp_1. The share of the Yosys chip area taken by registers is 0.620. The final timing report lists clock skew as 0.0365 ns.

Adding up every negative setup slack in the final design gives 0 ns. In the floorplan report the effective utilization is 0.503. Looking at the max-slew report, the worst-margin pin has a slew of 1.19 ns.

Per the detail_route report, the via count comes to 63,300. Summed over all routing layers, the global router reports a total usage of 0.442. Per the timing report, the biggest fanout along the worst path comes to 68. Flip-flop count of the largest register, all copies and words added landed at 2,048. Number of maximum-capacitance constraint violations landed at 0. For this run the aggregate overflow at the end of global routing stands at 0.

Setup repair after global routing left no endpoint under its margin.
==> worst min-delay path: cells and delay by family, from the launching register on <==
kind	cells	cell delay, ns
AND-OR/OR-AND	2	0.44
buffers and inverters	1	0.18
flip-flops	1	0.35
multiplexers	1	0.08
AND/OR/NAND/NOR	2	0.25
==> logic make-up after synthesis <==
| family | after synthesis | synth area share |
|---|---|---|
| AND-OR/OR-AND | 880 | 0.0675 |
| adder cells (fa/ha/maj) | 65 | 0.00828 |
| buffers and inverters | 519 | 0.0247 |
| flip-flops | 2048 | 0.620 |
| multiplexers | 1429 | 0.252 |
| AND/OR/NAND/NOR | 542 | 0.0271 |
==> power breakdown <==
part	switching, mW	leakage, nW	internal (mW)	total (mW)
registers	0.0168	19.4	3.82	3.84
clock network	1.34	3.28	1.74	3.07
logic	0.619	16.4	0.404	1.02
==> worst paths after layout <==
check,startpoint,end,slack [ns],cells past startpoint
max,inst[20],rd1_ltu_rd2,6.62,22
min,reg_in_IFU.reg_array[1][19],reg_in_IFU.reg_array[28][19],1.47,6
max reg2reg,reg_in_IFU.reg_array[12][27],reg_in_IFU.reg_array[8][20],18.44,13
min reg2reg,reg_in_IFU.reg_array[1][19],reg_in_IFU.reg_array[28][19],1.47,6
==> routing by layer <==
metal  GRT usage  part of all wire
met5      0.0623            0.0044
met4       0.234             0.072
met2       0.578              0.43
met3       0.396              0.21
met1       0.487              0.28
==> layout by cell type (no fill, tap or decap), types with 34 or more instances in the layout <==
master / Yosys / routed
sky130_fd_sc_hd__nor3_1: 92 / 86
sky130_fd_sc_hd__nand3_1: 40 / 40
sky130_fd_sc_hd__a222oi_1: 65 / 65
sky130_fd_sc_hd__nor2_1: 88 / 50
sky130_fd_sc_hd__buf_4: 27 / 429
sky130_fd_sc_hd__inv_1: 74 / 73
sky130_fd_sc_hd__a21oi_1: 131 / 130
sky130_fd_sc_hd__a221oi_1: 66 / 66
sky130_fd_sc_hd__o21ai_0: 42 / 42
sky130_fd_sc_hd__a221o_1: 72 / 72
sky130_fd_sc_hd__ha_1: 64 / 64
sky130_fd_sc_hd__a21o_1: 47 / 47
sky130_fd_sc_hd__clkinv_1: 0 / 51
sky130_fd_sc_hd__clkinv_2: 0 / 42
sky130_fd_sc_hd__o221ai_1: 56 / 56
sky130_fd_sc_hd__diode_2: 0 / 36
sky130_fd_sc_hd__nor2_4: 0 / 34
sky130_fd_sc_hd__clkdlybuf4s50_1: 0 / 413
sky130_fd_sc_hd__edfxtp_1: 2048 / 2048
sky130_fd_sc_hd__clkbuf_1: 198 / 54
sky130_fd_sc_hd__a22oi_1: 99 / 99
sky130_fd_sc_hd__clkbuf_16: 0 / 220
sky130_fd_sc_hd__mux4_2: 843 / 843
sky130_fd_sc_hd__o22ai_1: 100 / 100
sky130_fd_sc_hd__nand2_1: 151 / 148
sky130_fd_sc_hd__mux2_2: 117 / 117
sky130_fd_sc_hd__mux2i_1: 469 / 469
==> cell type report <==
cell class                      instances  area (µm²)
Inverter                               76         289
Timing Repair Buffer                  856        7560
Antenna cell                           36        90.1
Fill cell                           14600       82100
Sequential cell                      2048       61500
Multi-Input combinational cell       2916       35600
Clock buffer                          274        5710
Clock inverter                        125        1020
Tap cell                             2640        3300
==> stage by stage <==
step                 util  cells
finish              0.584   8971
global route        0.583   8942
CTS                 0.583   8935
detailed placement  0.549   8536
global placement    0.549   8536
floorplan               -   5483
Power and IR drop assume default switching activity.
