===== flow/constraint.sdc =====
current_design IFU

set clk_period 12.6
set clk_io_pct 0.2

create_clock -name clk0 -period $clk_period [get_ports {clk}]

set non_clock_inputs [all_inputs -no_clocks]
set_input_delay [expr $clk_period * $clk_io_pct] -clock clk0 $non_clock_inputs
set_output_delay [expr $clk_period * $clk_io_pct] -clock clk0 [all_outputs]

===== flow/config.mk =====
export PLATFORM = sky130hd
export DESIGN_NAME = IFU
export DESIGN_NICKNAME = IFU
export VERILOG_FILES = /design/flow/design.v
export SDC_FILE = /design/flow/constraint.sdc
export NUM_CORES = 4
export LEC_CHECK = 1
export CORE_UTILIZATION = 40

===== flow/run.sh =====
#!/bin/bash
# OpenROAD 26Q1-2900-gdf79404cd8, Yosys 0.63+post, stock flow scripts
make -C /OpenROAD-flow-scripts/flow DESIGN_CONFIG=/design/flow/config.mk WORK_HOME=/design/flow/orfs finish

===== flow/design.v =====
module IFU (
    input   wire       clk,
    input   wire       rst,
    input   wire[2:0]  sel_mux_pc,
    input   wire[63:0] src_alu,
    output  reg[63:0]  pc_addr,
    output  wire[63:0] dnpc
);
    wire[63:0] out_pc_mux;
    wire[63:0] src_pc_reg;
    assign src_pc_reg = pc_addr + 64'h4;
    assign       dnpc = src_pc_reg;
    pc_reg pc_in_IFU (.clk(clk), .rst(rst), .din_pc(out_pc_mux), .pc_addr(pc_addr));
    mux3_64b mux3_64b_in_IFU (.in0(src_alu & 64'hfffffffffffffffe), .in1(src_alu), .in2(src_pc_reg), .sel(sel_mux_pc), .out(out_pc_mux));
endmodule
module pc_reg (
    input   wire       clk,
    input   wire       rst,
    input   wire[63:0] din_pc,
    output  reg[63:0]  pc_addr
);
    always @ (posedge clk) begin
        if(rst) pc_addr <= 64'h80000000;
        else    pc_addr <= din_pc;
    end
endmodule
module mux3_64b (
    input  [63:0] in0, in1, in2,
    input  [2:0]  sel,
    output [63:0] out
);
assign out = ({64{sel[0]}} & in0)
           | ({64{sel[1]}} & in1)
           | ({64{sel[2]}} & in2);
endmodule

==> flow_metrics.tcl <==
# place-and-route summary
set metrics [dict create \
    status "completed" \
    ys_types 54 \
    finalHoldViolCount 0 \
    htree_levels 3 \
    hold_start "pc_in_IFU.pc_addr[53]" \
    ctsHoldBuffers 0 \
    fp-row-count 37 \
    reg2regPathDepth 5 \
    warnings 26 \
    edf_count 0 \
    startpoint "pc_in_IFU.pc_addr[11]" \
    r2r_end "pc_in_IFU.pc_addr[41]" \
    cp-endpoint "dnpc[53]" \
    fp.dieW_um 104.9 \
    min_path_type "reg -> reg" \
    viasPerCell 5.690 \
    power.density_nw_per_um2 82.29 \
    dr.pass1.iters 5 \
    rsz0062_at_grt "false" \
    dpl.hpwl_um 11040 \
    async_flop_share_pct 0 \
    chipArea_um2 11010 \
    cts-resized-gates 0 \
    post_drt_wl_per_cell_um 17.68 \
    worst_pin_slew_ns 0.6736 \
    syn_avg_cell_area_um2 8.425 \
    ys_seq_share_pct 30.23 \
    antenna_cells 0 \
    ff_type "dfxtp_1" \
    r2r_slack_ns 10.23 \
    cts.sinks 64 \
    drt-initial-drc-count 261 \
    fin_ws_ns 7.138 \
    internal_power_uw 378.9 \
    gr-total-overflow 0 \
    port_buffers 196 \
    cp_max_fo 16 \
    start_kind "flip-flop" \
    ys_area_um2 4238 \
    clock.fmax_mhz 183.1 \
    dpl_cell_area_um2 6247 \
    cp.required_ns 10.08 \
    num_vias 4666 \
    place_congestion 0.8733 \
    cap_violations 0 \
    sw_frac_of_total_pct 28.07 \
    drv_slew 0 \
    ant_nets 0 \
    r2r_start "pc_in_IFU.pc_addr[11]" \
    synthCells 503 \
    grt_max_degree 35 \
    ys_cells 503 \
    worstSkewPairLatency_ns 0.35 \
    grt_first_pass_wirelength_um 22830 \
    clockBufferDepth 2 \
    synth-seq-cells 64 \
    clk_pin_slew_ns 0.07 \
    synth_area_um2 4238 \
    setup_viol 0 \
    end_kind "output pin" \
    wl_um 14500 \
    p_sw_uw 147.9 \
    yosysWarnings 1 \
    fin_skew_ns 0.01197 \
    areaGrowthSynthToFinish_pct 51.05 \
    finalClockPeriodUsage_pct 43.35 \
    cts-root-buf "clkbuf_8" \
    numCtsBuffers 9 \
    drcViolationCount 0 \
    final_core_util_pct 62.28 \
    seqPwrFrac_pct 46.9 \
    p_clk_share_pct 29.0 \
    largest_register_ffs 64 \
    final.setup.tns_ns 0 \
    irDropWorstVdd_v 0.00004484 \
    drive_gt1_share_pct 7.164 \
    comb_power_share_pct 24.2 \
    grt_pass1_vias 4264 \
    fin_crit_ns 5.462 \
    design_area_um2 6401 \
    pin_count 197 \
    pre_cts_ws_ns 7.586 \
    design.core.area_um2 10280 \
    dieHeight_um 104.9 \
    crit_arrival_ns 2.94 \
    initCoreUtil_pct 41.23 \
    top_register "pc_in_IFU.pc_addr" \
    cts_tree "yes" \
    post_cts_buffers 0 \
    relSlewSlack_pct 54.95 \
    antenna_found_initial 0 \
    leakage_nw 2.358 \
    top_regs "pc_in_IFU.pc_addr: 64 flops" \
    crit_type "reg -> out" \
    power_uw 526.8 \
    grt.total_usage_pct 26.71 \
]
==> layer usage <==
metal	global-route usage (%)	part of all wire, %
met5	0	0
met4	5.634	2.4
met3	8.323	10
met2	40.59	44
met1	38.15	43
==> layout make-up <==
cell class / instances / area, um2
Sequential cell: 64 / 1281
Clock buffer: 11 / 131.4
Multi-Input combinational cell: 402 / 2796
Timing Repair Buffer: 199 / 1984
Fill cell: 870 / 3876
Clock inverter: 4 / 22.52
Tap cell: 136 / 170.2
Inverter: 4 / 15.01
==> critical path, cell delays in order (launching register included) <==
cell             delay (ns)
dfxtp_1                0.42
nand4_1                0.24
nor2_4                 0.39
nand3_1                0.47
nor3_1                 0.44
xor2_1                 0.17
clkdlybuf4s50_1        0.47
==> how the worst min path moves through the flow <==
stage                  endpoint  slack, ns  cells past startpoint
4_1_cts   pc_in_IFU.pc_addr[53]       0.52                      2
6_report  pc_in_IFU.pc_addr[53]       0.52                      2
5_1_grt   pc_in_IFU.pc_addr[53]       0.54                      2
==> layout by cell type (no fill, tap or decap), drive strengths merged, types with 2 or more instances in the layout <==
cell and instances:
a22oi 13, a211o 3, xnor2 31, and2 11
nor3 20, nand2b 2, nor2b 2, clkbuf 11
or3 10, and4 9, o311a 3, clkinv 3
or4 9, a32o 3, and3 15, xor2 29
o211ai 12, a41oi 2, inv 4, clkdlybuf4s50 196
a32oi 3, buf 3, or2 6, nand4 33
dfxtp 64, a221o 6, nand2 50, nor4 20
nor2 42, a22o 24, nand3 33, o21ai 2
==> metrics by stage <==
| stage | hold slack [ns] | cells |
|---|---|---|
| after floorplan | 0.4634 | 503 |
| after global placement | 0.5072 | 805 |
| after detailed placement | 0.5105 | 805 |
| after CTS | 0.5203 | 820 |
| after global routing | 0.5428 | 820 |
| final | 0.5173 | 820 |
==> power groups by stage <==
stage / logic, mW / registers (mW) / clock network [mW]
after CTS: 0.129 / 0.247 / 0.155
final: 0.127 / 0.247 / 0.153
after global routing: 0.138 / 0.250 / 0.166
==> kinds of logic after synthesis <==
| kind of cell | after synthesis | share of synthesized area, % |
|---|---|---|
| simple gates | 263 | 37.53 |
| compound gates | 77 | 15.18 |
| flops | 64 | 30.23 |
| xor+xnor | 60 | 12.40 |
| buf+inv | 37 | 4.133 |
| mux | 1 | 0.2362 |
| fa+ha+maj | 1 | 0.2952 |
==> Yosys cell counts, types with 4 or more instances <==
master    number  area (um2)
nand3_1       30       150.1
nor4_4         4       85.08
o211ai_1      12       90.09
or2_1          4       25.02
inv_1          4       15.01
a221o_1        6       60.06
xnor2_1       31       271.5
buf_2         11       55.05
and3_1        14       87.58
nor3_1        17       85.08
nand2_1       48       180.2
and2_1        11       68.82
a22oi_1       13       97.59
nor4_1        13       81.33
buf_4          4       30.03
a22o_1        24       210.2
and4_1         8       70.07
xor2_1        29       254.0
or4_1          8       60.06
nand4_1       27       168.9
clkbuf_1      17       63.81
nor2_1        38       142.6
or3_1         10       62.56
nand4_2        4       50.05
dfxtp_1       64        1281
Power is estimated from default activity; no workload was simulated.
